$ cat /design/flow/config.mk
export PLATFORM = sky130hd
export DESIGN_NAME = t_main
export DESIGN_NICKNAME = t_main
export VERILOG_FILES = /design/flow/design.v
export SDC_FILE = /design/flow/constraint.sdc
export NUM_CORES = 4
export LEC_CHECK = 1
export CORE_AREA = 10 10 70 70
export DIE_AREA = 0 0 80 80
$ cat /design/flow/constraint.sdc
current_design t_main

set clk_period 1.0
set clk_io_pct 0.2

create_clock -name clk0 -period $clk_period [get_ports {clock_t}]

set non_clock_inputs [all_inputs -no_clocks]
set_input_delay [expr $clk_period * $clk_io_pct] -clock clk0 $non_clock_inputs
set_output_delay [expr $clk_period * $clk_io_pct] -clock clk0 [all_outputs]
$ cat /design/flow/design.v
module BCD_to_HEX_delay (data_in, out_7seg, clock);
	input [3:0] data_in;
	output reg [6:0] out_7seg;
	input clock;
	initial out_7seg = 7'b111_1111;
	always @ (posedge clock)
	begin
		case(data_in)
		4'b0000 :
		out_7seg <= 7'b100_0000 ;
		4'b0001 :
		out_7seg <= 7'b111_1001 ;
		4'b0010 :
		out_7seg <= 7'b010_0100 ;
		4'b0011 : 
		out_7seg <= 7'b011_0000 ;
		4'b0100 :
		out_7seg <= 7'b001_1001 ;
		4'b0101 :
		out_7seg <= 7'b001_0010 ;
		4'b0110 :
		out_7seg <= 7'b000_0010 ;
		4'b0111 :
		out_7seg <= 7'b111_1000 ;
		4'b1000 :
		out_7seg <= 7'b000_0000 ;
		4'b1001 :
		out_7seg	<= 7'b001_0000 ;
		default : 
		out_7seg	<= 7'b111_1111 ;
	endcase
	end
endmodule 
module D_FF1 (d, q, clock);
	input d, clock;
	output reg q;
	initial q = 1'b0;
	always @ (posedge clock)
	begin
		q <= d;
	end
endmodule 
module block (key, signal, enable);
	input key, signal;
	output reg enable;
	initial enable=1'b0;
	always @ (posedge key or posedge signal)  
	begin
		if (key) enable <= 1'b0;	 
		else enable <= 1'b1;		 
	end
endmodule 
module counter (clock, count);
	input clock;
	output [1:0] count;
	wire Qa, Qb;
	D_FF1 a (((~Qa) & (~Qb)), Qa, clock);
	D_FF1 b ((Qa & (~Qb)), Qb, clock);
	assign count = {Qb,Qa};
endmodule 
module fsm_pwdinput(sw_in, key, clockey0_display, data_f, clock3, h0, h1, h2);
input[3:0] sw_in;
input key,clockey0_display;
reg[3:0] pwd_current;
reg[3:0] pwd_next=4'b1111;
wire [1:0] count;
output [11:0] data_f;
 reg[3:0] data_t1;
 reg[3:0] data_t2;
 reg[3:0] data_t3;
output reg clock3=0;
output reg [6:0] h0, h1, h2 ;
wire [6:0] temp1, temp2, temp3;
wire[3:0] w_data_t1 = data_t1;
wire[3:0] w_data_t2 = data_t2;
assign data_f={data_t3,data_t2,data_t1};
	initial 
	begin
		pwd_current = 4'b1111;
		clock3 = 1'b0;
	end
counter count1 (key, count);
BCD_to_HEX_delay bth3 (data_t3,temp3,(~clockey0_display));  
BCD_to_HEX_delay bth2 (data_t2,temp2,(~clockey0_display));	 
BCD_to_HEX_delay bth1 (data_t1,temp1,(~clockey0_display));	 
always @ (sw_in)  
	begin
		case(count)
		2'b00:
				begin 
					pwd_next=sw_in;
				end
		2'b01:
				begin 
					pwd_next=sw_in;
				end
		2'b10:
				begin 
					pwd_next=sw_in;
				end
		default: pwd_next=4'b1111;
		endcase
	end
always @ (negedge key)  
	begin
		pwd_current<=pwd_next;
	end
always @ (negedge clockey0_display)	 
begin
	case(count)
		2'b00: clock3 = 1'b1;
		2'b01: clock3 = 1'b0;
		2'b10: clock3 = 1'b0;
		default: clock3 = 1'b0;
	endcase
end
always @ (pwd_current)	 
	begin
	case(count)
		2'b01:
				begin 
					data_t1 = pwd_current;
					data_t2=4'b1111;
					data_t3=4'b1111;
					h0 = (~key)?temp1:7'b111_1111;
					h1 = 7'b111_1111;
					h2 = 7'b111_1111;
				end
		2'b10:
				begin 
					data_t1=w_data_t1; 			 
					data_t2= pwd_current;		 
					data_t3=4'b1111;
					h0 = temp1;
					h1 = temp2;
					h2 = 7'b111_1111;
				end
		2'b00:
				begin 
					data_t1=w_data_t1;
					data_t2=w_data_t2;
					data_t3 = pwd_current;
					h0 = temp1;
					h1 = temp2;
					h2 = temp3;
				end
		default: 
				begin
				h0 = 4'b1111;
				h1 = 4'b1111;
				h2 = 4'b1111;
				data_t1=4'b1111;
				data_t2=4'b1111;
				data_t3=4'b1111;
				end
	endcase
	end
endmodule 
module set_password (mode, data_in, password, clock3, enable);
	input mode,clock3,enable;
	input [11:0] data_in;
	output reg [11:0] password;
	always @ (posedge clock3)  
	begin
		if (!mode && !enable)  
		begin
			password = data_in; 
		end
		else password = password;  
	end 
endmodule 	
module t_main(password,
result,
data_test,
mode_test,
reset_test,
enable_t,
signal_t,
clock_t,
password2,
clock3,
trials);
input mode_test,reset_test,clock_t;
input [3:0]data_test;
output[11:0] password;  
output enable_t,signal_t;
output clock3;
output[1:0] result, trials;
output[11:0] password2;  
wire [6:0] t_h0, t_h1, t_h2;
fsm_pwdinput _fsm_pwdinput(data_test,clock_t,password,clock3,t_h0,t_h1,t_h2);
verify _verify(mode_test, password2, password, enable_t, clock3, signal_t, result,trials);
block _block(reset_test, signal_t, enable_t);
set_password _set_password (mode_test, password, password2, clock3,enable_t);
endmodule
module verify (mode, password, data_in, enable, clock, signal, result,trials);
	input mode, enable;
	input [11:0] password, data_in;
	input clock;
	output reg [1:0] trials;
	output reg signal;  
	output reg [1:0] result;  
	initial 
	begin	
		trials = 2'b00;
		signal = 1'b0;
	end 
	always @ (posedge clock)  
	begin
		if (enable==1'b0)  
		begin
			if (mode)  
			begin
				signal = 1'b0;	 
				if (password == data_in) 
				begin
					trials <= (2'b00);	 
					result <= (2'b00);  
				end
				else 
				begin
					trials <= trials + 1;	 
					result <= (2'b01);  
					if (trials+1 == 2'b11)  
					begin
						trials <= (2'b00);  
						signal = 1'b1;
						result <= (2'b11);
					end
				end
			end
			else  
			begin 
				result <= (2'b10);  
				trials<=(2'b00);	 
			end
		end
		else result <= (2'b11);  
	end
endmodule 
$ cat /design/flow/run.sh
#!/bin/bash
# OpenROAD 26Q1-2900-gdf79404cd8, Yosys 0.63+post, stock flow scripts
make -C /OpenROAD-flow-scripts/flow DESIGN_CONFIG=/design/flow/config.mk WORK_HOME=/design/flow/orfs finish
==> impl_metrics.csv <==
group,metric,value,unit
detailed_routing,drt_wl_total,607,um
detailed_routing,ant_nets,0,
timing,unclocked_pins,2,
synth,numSynthFlops,5,
critical_path,slowest_delay,0.31,ns
global_routing,gr-usage-all-layers,0.0162,
min_path,hold_start,"_fsm_pwdinput.count1.a.q",
power_and_ir_drop,ir_worst_vdd,0.000211,V
global_routing,antenna_found_initial,0,
cts,htree_levels,1,
detailed_routing,wire_per_inst,6.26,um
critical_path,timing.rr.start,"_fsm_pwdinput.count1.a.q",
min_path,whs_endpoint,"_fsm_pwdinput.count1.a.q",
global_routing,grt_max_degree,5,
finish,fin_util,0.112,
synth,synth_cells,42,
critical_path,cp.buffers_inverters,0,
placement,io_buffers,4,
finish,final_layout_size_suffix_gt1_frac,0.157,
outcome,status,"finished, violations left",
critical_path,r2r_end,"_fsm_pwdinput.pwd_current[0]",
floorplanning,dieWidth,80,um
synth,common_cells,"buf_4, dfxtp_1, inv_1",
synth,synth_area,355,um2
floorplanning,fp_util,0.104,
global_routing,grt_pass1_vias,225,
timing,maxSlewViolCount,0,
synth,yosys.cell_types.count,9,
power_and_ir_drop,power.total,0.360,mW
cts,clock-root-buffer,"clkbuf_4",
detailed_routing,diodes,0,
critical_path,critPathLaunchType,"register",
synth,async_flop_share,0,
detailed_routing,drc,0,
detailed_routing,via_per_inst,1.88,
placement,gp_congestion,0.645,
job,tool_warnings,33,
floorplanning,die-area,6400,um2
synth,ff_type,"dfxtp_1",
critical_path,cp.required,0.67,ns
timing,setup_viol,1,
placement,dp_hpwl,557,um
timing,fin_skew,0.0561,ns
cts,tritoncts,"built",
synth,top_cells_by_area,"buf_4, dfxtp_1, dlxtn_1, inv_1, a21o_2",
detailed_routing,dr_wl_met3,53,um
detailed_routing,wl_met1,244,um
finish,area_growth,7.75,%
global_routing,grt_overflow,0,
floorplanning,core_area,3420,um2
critical_path,critPathKind,"reg2reg",
detailed_routing,first_pass_iters,4,
detailed_routing,dr_wl_met2,299,um
timing,untimed_endpoints,4,
floorplanning,die_h,80,um
cts,cts_max_path_buffers,2,
synth,yosys_cells,42,
cts,clkTransAtPathRegs,0.03,ns
timing,timing.final.ws_setup,-0.0516,ns
power_and_ir_drop,p_leak,0.202,nW
min_path,hp-class,"reg2reg",
critical_path,r2r_slack,-0.05,ns
placement,place_ws,-0.387,ns
cts,worstSkewPairLatency,0.28,ns
critical_path,critPathCaptureType,"register",
synth,yosysTopAreaCellShare,0.613,
detailed_routing,top_layer,"met4",
critical_path,critPathArrivalTime,0.72,ns
synth,avgSynthCellArea,8.46,um2
global_routing,grt_pass1_wl,876,um
synth,enable_flop_cells,0,
critical_path,crit_fanout,2,
timing,rsz0062_at_grt,"yes",
cts,postCtsSetupRepairBufs,0,
min_path,hold_path_depth,2,
timing,hold_violations,0,
critical_path,crit_chain,"a21o_2",
floorplanning,rows,21,
critical_path,crit_slowest_cell,"dfxtp_2",
power_and_ir_drop,p_per_area,940,nW/um2
job,drv_cap,0,
synth,synth_warnings,21,
critical_path,r2r_cells,1,
floorplanning,io_pins,38,
detailed_routing,vias,182,
outcome,failed_checks,"negative setup slack",
synth,most_common_cell,"buf_4",
critical_path,cp_top_family,"flip-flops",
cts,ctsHoldBuffers,0,
cts,cts_buffers,3,
finish,fillers,409,
synth,synth_top_cell_by_area,"buf_4",
synth,ys_chip_area,355,um2
detailed_routing,drt-initial-drc-count,1,
[worst max path at each step]
stage	cells after the start	to	startpoint	slack [ns]
CTS	1	_fsm_pwdinput.pwd_current[0]	_fsm_pwdinput.count1.a.q	-0.05
finish	1	_fsm_pwdinput.pwd_current[0]	_fsm_pwdinput.count1.a.q	-0.05
global route	1	_fsm_pwdinput.pwd_current[0]	_fsm_pwdinput.count1.a.q	-0.07
[where the power goes]
| part | switching, mW | internal, mW | leakage (nW) |
|---|---|---|---|
| sequential | 0.000395 | 0.123 | 0.0425 |
| combinational | 0.00931 | 0.00708 | 0.139 |
| clock | 0.0654 | 0.155 | 0.0203 |
[layout by cell type, fill, tap and decap left out, types with 2 or more instances in the layout]
master,netlist,routed
conb_1,1,29
clkbuf_4,0,3
clkdlybuf4s50_1,0,3
inv_1,3,3
dfxtp_2,0,2
buf_4,29,2
dfxtp_1,4,2
[stage by stage]
step / setup TNS [ns] / hold WS, ns / instances / instance area [um2]
after floorplan: -0.108 / 0.399 / 70 / 462
after global placement: -0.389 / 0.487 / 93 / 357
after detailed placement: -0.387 / 0.497 / 93 / 357
after CTS: -0.0486 / 0.503 / 97 / 382
after global routing: -0.0681 / 0.528 / 97 / 383
final: -0.0516 / 0.495 / 97 / 383
[flip-flops by register name (all words and copies together), names as in the netlist]
name / cells
_fsm_pwdinput.count1.a.q: 1
_fsm_pwdinput.count1.b.q: 1
_fsm_pwdinput.data_t1: 1
_fsm_pwdinput.pwd_current: 1
_verify.result: 1
[area by class of cell]
type	count	area, um2	area share
Clock buffer	4	26.3	0.0686
Clock inverter	1	3.75	0.00980
Inverter	2	7.51	0.0196
Multi-Input combinational cell	33	136	0.356
Sequential cell	5	97.6	0.255
Tap cell	46	57.6	0.150
Timing Repair Buffer	6	53.8	0.141
[repair_timing]
item	4_1_cts	5_1_grt
cloned	0	0
gates resized	1	1
pin swaps	1	0
setup endpoints to repair	1	1
[cells by family after synthesis]
kind of cell	after synthesis	synth area share
compound gates	1	0.0247
buf+inv	32	0.644
flops	4	0.225
latches	1	0.0422
other cells	1	0.0106
simple gates	3	0.0528
[metal layers]
metal,up-vias,GRT usage
li1,85,-
met1,74,0.0180
met2,21,0.0257
met3,2,0.00909
met4,0,0.00528
met5,-,0
Power and IR drop assume default switching activity.
