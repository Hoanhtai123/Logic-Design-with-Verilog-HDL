File: run.sh
#!/bin/bash
# OpenROAD 26Q1-2900-gdf79404cd8, Yosys 0.63+post, stock flow scripts
make -C /OpenROAD-flow-scripts/flow DESIGN_CONFIG=/design/flow/config.mk WORK_HOME=/design/flow/orfs finish
File: config.mk
export PLATFORM = sky130hd
export DESIGN_NAME = clock_div
export DESIGN_NICKNAME = clock_div
export VERILOG_FILES = /design/flow/design.v
export SDC_FILE = /design/flow/constraint.sdc
export NUM_CORES = 4
export LEC_CHECK = 1
export CORE_AREA = 10 10 107 107
export DIE_AREA = 0 0 117 117
File: constraint.sdc
current_design clock_div

set clk_period 2.9
set clk_io_pct 0.2

create_clock -name clk0 -period $clk_period [get_ports {clock50}]

set non_clock_inputs [all_inputs -no_clocks]
set_input_delay [expr $clk_period * $clk_io_pct] -clock clk0 $non_clock_inputs
set_output_delay [expr $clk_period * $clk_io_pct] -clock clk0 [all_outputs]
File: design.v
module clock_div(clock50, clock);
	input clock50;
	output reg clock;
	reg [26:0]counter=0;
   always @(posedge clock50)
   begin
		counter <= (counter>=249999) ? 0 : counter+1;
      clock <= (counter < 125000) ? 1'b0 : 1'b1;
   end
endmodule 
==> flow_summary.ini <==
; yosys + openroad results
[worst_setup_path]
cp.arrival_ns = 2.16
path_class = reg -> reg
crit_path_start_kind = flop
r2r_setup_slack_ns = 0.93
cp_max_fo = 5
r2r-start = counter[0]
worstPathRequired_ns = 3.09
endpoint_kind = flop
r2r_cells = 5
reg2reg_to = counter[16]

[yosys]
yosysWarnings = 1
yosys-stat-area_um2 = 1200
ys_ff = 28
async_reset_ff_share_pct = 0
yosys_most_used_dff = dfxtp_1
synthDistinctLibCells = 36
synthesis.area_um2 = 1200
synthCells = 120
ys_seq_share_pct = 46.8
syn_area_per_cell_um2 = 9.98
ys_cells = 120
edf_count = 0

[sta]
worst_slew_pin_slew_ns = 0.769
hold_violations = 0
setup_violations = 0
drv_slew = 0
finalCritPeriodShare_pct = 67.8
rsz0062_at_grt = false
final.setup_skew_ns = 0.00176
max_slew_margin_pct = 48.7
tns_ns = 0
hold_ws_ns = 0.505
fmax_ghz = 0.508
fin_crit_ns = 1.97

[route]
routed_wl_um = 2000
ant_nets = 0
first_iter_violations = 61
firstDrtPassIters = 4
wl_per_cell_um = 8.46
routed_via_density = 3.62
drc = 0
routed-via-count = 855
insertedDiodeCount = 0

[place]
routabilityCongestion = 0.792
place_area_um2 = 1300
port_buffers = 1
hpwl_um = 1350

[global_route]
grt-ovfl-total = 0
grt_pass1_wl_um = 3490
grt_max_degree = 19
first_global_vias = 769
grt_usage_pct = 2.99
antenna_found_initial = 0

[floorplan]
io_pins = 2
rows = 35
die_x_um = 117
fp-utilization_pct = 13.0
die_y_um = 117
die_area_um2 = 13700
coreArea_um2 = 9200

[clock_network]
cts_tree = done
ctsResizeCount = 0
numClockSinks = 28
cts-root-buf = clkbuf_8
clkLatencyLatePin_ns = 0.27
post_cts_buffers = 0
clk_path_buf_depth = 2
cts_hold_buf = 0
clkTransAtPathRegs_ns = 0.09
htree_levels = 1
numCtsBuffers = 3

[power_and_ir_drop]
power.density_nw_per_um2 = 505
pwr-share-clk_pct = 43.1
internal_power_uw = 576
switching_share_pct = 17.0
combPwrFrac_pct = 0.3
peakVddDrop_mv = 0.312
switchingPower_uw = 118
pwr-share-seq_pct = 56.5
p_leak_nw = 0.426

[status]
outcome = finished clean

[finish]
nFillCells = 1043
drive_gt1_share_pct = 8.00
lay_top_cells = dfxtp_1, nor3_1, conb_1
logic_area_um2 = 586
final_core_util_pct = 14.9
regArea_um2 = 561
lay_top_count = dfxtp_1
area_growth_pct = 14.7
fin_area_um2 = 1370

[worst_hold_path]
hp-class = reg -> reg
holdPathEnd = clock
hold_start = counter[17]
worstHoldPathCells = 1

[job]
maxCapViolCount = 0
warnings = 25
worst max path at each step:
stage           start           to  slack, ns  depth (start not counted)
4_1_cts   counter[14]   counter[2]       0.92                          4
6_report   counter[0]  counter[16]       0.93                          5
5_1_grt   counter[14]   counter[2]       0.78                          4
power groups by stage:
| stage | Sequential [mW] | Clock, mW | Combinational, mW |
|---|---|---|---|
| 6_report | 0.392 | 0.300 | 0.00232 |
| 5_1_grt | 0.393 | 0.325 | 0.00333 |
| 4_1_cts | 0.393 | 0.309 | 0.00242 |
critical path: stages (launching register included):
cell,delay [ns]
dfxtp_1,0.41
ha_1,0.23
nand3_1,0.15
or4_1,0.56
or3_1,0.32
a211oi_1,0.22
cell usage after synthesis (3+ instances only):
cell type | n | area share [%]
xnor2_1 | 6 | 4.4
a211oi_1 | 3 | 1.9
nor4_1 | 3 | 1.6
nand2_1 | 3 | 0.94
dfxtp_1 | 28 | 47
xor2_1 | 7 | 5.1
o21ai_0 | 4 | 1.7
or3_1 | 5 | 2.6
nand3_1 | 8 | 3.3
nand4_1 | 3 | 1.6
nor3_1 | 17 | 7.1
sequential cells by signal, summed over array words and instances (netlist names):
name and cells:
counter 27, clock 1
area by class of cell:
type / count / area share [%]
Multi-Input combinational cell: 90 / 42.6
Sequential cell: 28 / 40.8
Tap cell: 111 / 10.1
Clock buffer: 3 / 3.01
Clock inverter: 1 / 2.19
Timing Repair Buffer: 1 / 0.729
Inverter: 2 / 0.546
metal layers:
layer  global-route usage, %  wire length, um  vias up
li1                        -                -      449
met1                    4.31             1060      392
met2                    4.50              829       12
met3                   0.826               94        2
met4                   0.329               12        0
met5                       0                0        -
cells by family (layout without fill, tap and decap cells):
group / Yosys count / in the layout / synth area share, %
other cells: 1 / 9 / 0.313
compound gates: 11 / 11 / 5.96
flops: 28 / 28 / 46.8
buf+inv: 10 / 7 / 6.79
fa+ha+maj: 1 / 1 / 1.04
simple gates: 56 / 56 / 29.6
xor+xnor: 13 / 13 / 9.51
stage by stage:
stage,setup slack [ns],std cells,total power [mW]
global route,0.777,236,0.722
CTS,0.920,236,0.704
floorplan,1.09,128,0.403
finish,0.933,236,0.694
global placement,0.989,232,0.404
detailed placement,0.955,232,0.404
Power figures rest on the tool's default switching activity, not on a simulated workload.
