==> design.v <==
module BCD_to_HEX (data_in, data_out);
	input [3:0] data_in;
	output [6:0] data_out;
	assign data_out = (data_in == 4'b0000) ? (7'b100_0000) :
							(data_in == 4'b0001) ? (7'b111_1001) :
							(data_in == 4'b0010) ? (7'b010_0100) :
							(data_in == 4'b0011) ? (7'b011_0000) :
							(data_in == 4'b0100) ? (7'b001_1001) :
							(data_in == 4'b0101) ? (7'b001_0010) :
							(data_in == 4'b0110) ? (7'b000_0010) :
							(data_in == 4'b0111) ? (7'b111_1000) :
							(data_in == 4'b1000) ? (7'b000_0000) :
							(data_in == 4'b1001) ? (7'b001_0000) : (7'b111_1111);
endmodule 
module D_FF1 (d, q, clock);
	input d, clock;
	output reg q;
	initial q = 1'b0;
	always @ (posedge clock)
	begin
		q <= d;
	end
endmodule 
module counter (clock, count);
	input clock;
	output [1:0] count;
	wire Qa, Qb;
	D_FF1 a (((~Qa) & (~Qb)), Qa, clock);
	D_FF1 b ((Qa & (~Qb)), Qb, clock);
	assign count = {Qb,Qa};
endmodule 
module fsm_pwdinput1(sw_in, key, data_f, clock3, h0, h1, count);
input[3:0] sw_in;
input key;
reg[3:0] pwd_current;
reg[3:0] pwd_next;
output [1:0] count;
reg[11:0] data_in;
output reg[11:0] data_f;
 reg[11:0] data_t;
output clock3;
output reg [6:0] h0, h1;
wire [6:0] temp1, temp2, temp3;
	initial 
	begin
		data_f = 12'b1111_1111_1111;	
		pwd_current = 4'b1111;
	end
counter count1 (key, count);
assign clock3 = ~(count[1]);
BCD_to_HEX bth0 (data_f[11:8],temp3);  
BCD_to_HEX bth1 (data_f[7:4],temp2);	 
BCD_to_HEX bth2 (data_f[3:0],temp1);	 
always @ (*)
	begin
		case(count)
		2'b00:
				begin 
					pwd_next=sw_in;
				end
		2'b01:
				begin 
					pwd_next=sw_in;
				end
		2'b10:
				begin 
					pwd_next=sw_in;
				end
		default pwd_next=pwd_next;
		endcase
	end
always @ (posedge key)
	begin
		pwd_current<=pwd_next;
	end
always @ (*)
	begin
	case(count)
		2'b01:
				begin 
					data_in = {8'bxxxx_xxxx,pwd_current};
					h0 = temp1;
					h1 = 7'b111_1111;
				end
		2'b10:
				begin 
					data_in = {4'bxxxx,pwd_current,data_in[3:0]}; 
					h1 = temp2;
				end
		2'b00:
				begin 
					data_f = {pwd_current,data_in[7:0]};
				end
		default data_f=12'bxxxxxxxxxxxx;
	endcase
	end
endmodule 
==> run.sh <==
#!/bin/bash
# OpenROAD 26Q1-2900-gdf79404cd8, Yosys 0.63+post, stock flow scripts
make -C /OpenROAD-flow-scripts/flow DESIGN_CONFIG=/design/flow/config.mk WORK_HOME=/design/flow/orfs finish
==> config.mk <==
export PLATFORM = sky130hd
export DESIGN_NAME = fsm_pwdinput1
export DESIGN_NICKNAME = fsm_pwdinput1
export VERILOG_FILES = /design/flow/design.v
export SDC_FILE = /design/flow/constraint.sdc
export NUM_CORES = 4
export LEC_CHECK = 1
export CORE_AREA = 10 10 90 90
export DIE_AREA = 0 0 100 100
==> constraint.sdc <==
current_design fsm_pwdinput1

set clk_period 1.3
set clk_io_pct 0.2

create_clock -name clk0 -period $clk_period [get_ports {key}]

set non_clock_inputs [all_inputs -no_clocks]
set_input_delay [expr $clk_period * $clk_io_pct] -clock clk0 $non_clock_inputs
set_output_delay [expr $clk_period * $clk_io_pct] -clock clk0 [all_outputs]
==> impl_metrics.ini <==
; synthesis and place-and-route metrics
[clock_network]
numCtsBuffers = 3
clk_latency_ns = 0.22
ctsHoldBuffers = 0
cts_max_level = 1
cts.path.max_buffers = 2
cts_root_buf = clkbuf_8
cts_tree = yes
clkSlewWorstSetupHoldPaths_ns = 0.03

[floorplanning]
fp.dieArea_um2 = 10000
core_um2 = 6280
ios = 34
rows = 29
die-width_um = 100
die_y_um = 100
fp_util_pct = 18.4

[worst_setup_path]
crit_chain = inv_2, dlygate4sd2_1
end_kind = output pin
crit_path_start = count1.b.q$_DFF_P_
cp_num_cells = 2
arrival_ns = 0.82
worstSetupPathType = flop to output pin
cp.required_ns = 1.04
cp_num_buf_inv = 2
r2r-end = count1.b.q$_DFF_P_
crit_family = flip-flops
slowest_stage = dfxtp_2
critPathLaunchType = flop
r2r_cells = 3
reg2reg_slack_ns = 0.37
critical_path_peak_fanout = 3
timing.rr.start = count1.b.q$_DFF_P_
endpoint = clock3
max_stage_delay_ns = 0.34

[synth]
synth_chip_area_um2 = 1150
yosysTopAreaCell = dlxtp_1
ys_types = 32
synth_top_area_share_pct = 28.6
synth_area_per_cell_um2 = 9.78
topCellsByArea = dlxtp_1 29%, dlxtn_1 21%, dfxtp_1 10%
ys_cells = 118
syn_inst = 118
yosys_warnings = 2
synth_area_um2 = 1150
ys_ff = 44

[routing]
finalWirelength_um = 2410
drtIter0Drc = 61
postRouteAntennaNets = 0
routedWlPerCell_um = 10.8
viasPerCell = 3.70
vias = 824
diodes = 0
drc_errors = 0
firstDrtPassIters = 3

[placed_design]
io_buffers = 33
dpl.cell_count = 217
hpwl_um = 1850
place.gp.congestion = 0.718

[pwr]
power_mw = 0.471
leakagePower_nw = 0.713
peakVddDrop_mv = 0.456
p_per_area_nw_per_um2 = 297

[global_route]
grt_pass1_vias = 784
grt_start_max_net_pins = 24
antenna_found_initial = 0
grt_pass1_wl_um = 3880
globalRouteTotalUtil_pct = 4.61
gr-total-overflow = 0

[job]
warning_count = 29
drv_cap = 0

[status]
outcome = finished, final reports clean

[cells_and_area]
final_cells = 223
final_util_pct = 25.3
logic_area_um2 = 392
lay_top_cells = 30 x clkdlybuf4s50_1, 22 x dlxtp_1, 16 x dlxtn_1
mostFrequentLayoutCell = clkdlybuf4s50_1
flop_area_um2 = 693
area_growth_pct = 37.5
drive_gt1_share_pct = 7.53
fill_cells = 662

[timing]
rsz0062_at_grt = no
holdWs_ns = 0.644
unclocked_pins = 38
clock_skew_ns = 0.0000929
untimed_endpoints = 68
fin_crit_sh_pct = 83.2
finalSetupTns_ns = 0
setup_viol = 0
slew_headroom_pct = 60.3
max_freq_mhz = 924
fin_crit_ns = 1.08
tightest_slew_ns = 0.596
drv_slew = 0
hold_viol_final = 0

[hold_path]
worstHoldStart = count1.b.q$_DFF_P_
hp-class = flop to flop
## sequential cells by signal, indices dropped and copies added, names as in the netlist
name         cells
h1               7
data_f          12
count1.a.q       1
h0               7
count1.b.q       1
data_in          8
pwd_current      4
pwd_next         4
## area by class of cell
type | instances | share of cell area [%]
clock buffers | 3 | 2.60
multi-input cells | 60 | 24.7
flip-flops and latches | 44 | 43.7
repair buffers | 36 | 22.2
well taps | 77 | 6.07
inverters | 3 | 0.710
## logic make-up (layout without fill, tap and decap cells)
| group | after synthesis | in the layout | synth area share [%] |
|---|---|---|---|
| compound gates | 17 | 17 | 9.87 |
| fa+ha+maj | 5 | 5 | 5.42 |
| buf+inv | 14 | 42 | 6.18 |
| xor+xnor | 1 | 1 | 0.759 |
| flops | 6 | 6 | 10.4 |
| mux | 3 | 3 | 2.71 |
| simple gates | 34 | 34 | 15.2 |
| latches | 38 | 38 | 49.5 |
## worst min-delay path by stage
| stage | cells past startpoint | end | slack [ns] |
|---|---|---|---|
| after CTS | 3 | count1.a.q$_DFF_P_ | 0.65 |
| final | 3 | count1.a.q$_DFF_P_ | 0.64 |
| after global routing | 3 | count1.a.q$_DFF_P_ | 0.67 |
## synth_stat cells
library cell  number
dlxtp_1           22
dlxtn_1           16
nand2_1           10
dfxtp_1            6
nor2b_1            6
and2_1             5
clkbuf_1           5
ha_1               5
nor2_1             5
a21oi_1            4
buf_2              3
inv_1              3
o22ai_1            3
buf_4              2
mux2i_1            2
nand3_1            2
o21a_1             2
o21ai_0            2
o21ai_1            2
and3_1             1
buf_6              1
mux2_2             1
nand2b_1           1
nand4_1            1
nand4b_1           1
o211ai_2           1
o221ai_1           1
o2bb2ai_1          1
o32a_1             1
or2_1              1
or3_1              1
xnor2_1            1
## where the power goes
part           internal (mW)  leakage, nW  switching [mW]
sequential             0.187        0.354               0
combinational         0.0102        0.338         0.00109
clock                  0.198       0.0216          0.0745
## per-stage QoR
| step | worst slack, ns | instance area [um2] |
|---|---|---|
| after CTS | 0.0237 | 1580 |
| after floorplan | 0.493 | 1150 |
| after global placement | 0.107 | 1520 |
| after global routing | 0.166 | 1590 |
| after detailed placement | 0.0990 | 1520 |
| final | 0.218 | 1590 |
## layer usage
metal | vias to the layer above | GRT usage (%) | share of wire, %
li1 | 436 | - | -
met1 | 369 | 6.33 | 50
met2 | 17 | 7.47 | 46
met3 | 2 | 0.972 | 3.7
met4 | 0 | 0.761 | 0.50
met5 | - | 0 | 0
## what timing repair did
action,4_1_cts,5_1_grt
endpoints found under the hold margin,0,0
resized,5,1
buffers inserted,3,0
endpoints found under the setup margin,3,1
## worst reg2reg max path, cell delays in order, from the launching register on
cell     delay (ns)
dfxtp_2        0.34
inv_2          0.04
buf_4          0.13
ha_1           0.27
Power figures rest on the tool's default switching activity, not on a simulated workload.
